--- flow/run.sh ---
#!/bin/bash
# OpenROAD 26Q1-2900-gdf79404cd8, Yosys 0.63+post, stock flow scripts
make -C /OpenROAD-flow-scripts/flow DESIGN_CONFIG=/design/flow/config.mk WORK_HOME=/design/flow/orfs finish
--- flow/config.mk ---
export PLATFORM = sky130hd
export DESIGN_NAME = adder5
export DESIGN_NICKNAME = adder5
export VERILOG_FILES = /design/flow/design.v
export SDC_FILE = /design/flow/constraint.sdc
export NUM_CORES = 4
export LEC_CHECK = 1
export CORE_AREA = 10 10 70 70
export DIE_AREA = 0 0 80 80
--- flow/constraint.sdc ---
current_design adder5

set clk_period 4.6
set clk_io_pct 0.2

create_clock -name clk0 -period $clk_period

set non_clock_inputs [all_inputs -no_clocks]
set_input_delay [expr $clk_period * $clk_io_pct] -clock clk0 $non_clock_inputs
set_output_delay [expr $clk_period * $clk_io_pct] -clock clk0 [all_outputs]
--- flow/design.v ---
module inverter(a,y);                                                            
    input a;                                                                     
    output y;                                                                    
    assign #1 y = ~a;                                                            
endmodule                                                                        
module fa_gate_1(a,b,c,y);                                                       
    input a,b,c;                                                                 
    output y;                                                                    
    assign #1 y = ~((a&b) | (c&(b|a)));                                          
endmodule                                                                        
module fa_gate_2(a,b,c,m,y);                                                     
    input a,b,c,m;                                                               
    output y;                                                                    
    assign #1 y = ~((a&b&c) | ((a|b|c)&m));                                      
endmodule                                                                        
module fa(a,b,ci,co,s);
    input a,b,ci;
    output s,co;
    wire nco, ns;
    fa_gate_1   fa_gate_1_1(a,b,ci, nco);
    fa_gate_2   fa_gate_2_1(a,b,ci,nco, ns);
    inverter    inverter_1(nco, co);
    inverter    inverter_2(ns, s);
endmodule
module dreg(clk, d, q);
    parameter width = 1;
    input clk;
    input [width-1:0] d;
    output [width-1:0] q;
    reg [width-1:0] q;
    always @(posedge clk) begin
        q <= #3 d;
    end
endmodule
module mux2(a, b, sel, y);
    parameter width = 1;
    input [width-1:0] a, b;
    input sel;
    output [width-1:0] y;
    assign #3 y = sel ? b : a;
endmodule
module mux4(a, b, c, d, sel, y);
    parameter width = 1;
    input [width-1:0] a, b, c, d;
    input [1:0] sel;
    output [width-1:0] y;
    reg [width-1:0] y;
    always @(*) begin
        case (sel)
            2'b00:    y <= #3 a;
            2'b01:    y <= #3 b;
            2'b10:    y <= #3 c;
            default:  y <= #3 d;
        endcase
    end
endmodule
module shl(a, y);
    parameter width = 2;
    input [width-1:0] a;
    output [width-1:0] y;
    assign y = {a[width-2:0], 1'b0};
endmodule
module shr(a, y);
    parameter width = 2;
    input [width-1:0] a;
    output [width-1:0] y;
    assign y = {1'b0, a[width-1:1]};
endmodule
module adder16(a, b, sum);
    input [15:0] a, b;
    output [15:0] sum;
    assign #48 sum = a+b;
endmodule
module fa5 (a,b,c,d,e,ci0,ci1, 
            co1,co0,s);
    input a,b,c,d,e,ci0,ci1;
    output co1, co0, s;
    wire s0, s1, c0, c1, cc;
    fa  fa_0( a,  b,   c,  c0,  s0);
    fa  fa_1( d,  e, ci1,  c1,  s1);
    fa  fa_2(s0, s1, ci0,  cc,   s);
    fa  fa_3(c0, c1,  cc, co1, co0);
endmodule
module adder5carry (a,b,c,d,e, ci1, ci0a, ci0b, co1, co0a, co0b, sum);
    input [3:0] a,b,c,d,e;
    input ci1, ci0a, ci0b;
    output [3:0] sum;
    output co1, co0a, co0b;
    wire c00, c01;
    wire c10, c11;
    wire c20;
    fa5  fa5_0(a[0], b[0], c[0], d[0], e[0], ci0a, ci0b,  c01,  c00, sum[0]);
    fa5  fa5_1(a[1], b[1], c[1], d[1], e[1],  c00,  ci1,  c11,  c10, sum[1]);
    fa5  fa5_2(a[2], b[2], c[2], d[2], e[2],  c10,  c01, co0a,  c20, sum[2]);
    fa5  fa5_3(a[3], b[3], c[3], d[3], e[3],  c20,  c11,  co1, co0b, sum[3]);
endmodule
module adder5 (a,b,c,d,e, sum);
    input [3:0] a,b,c,d,e;
    output [6:0] sum;
    wire c21;
    wire c30, c31;
    wire c40;
    adder5carry a5(a,b,c,d,e, 1'b0, 1'b0, 1'b0, c31, c30, c21, sum[3:0]);
    fa   fa_4(c30, c21, 1'b0,    c40, sum[4]);
    fa   fa_5(c40, c31, 1'b0, sum[6], sum[5]);
endmodule
module mam (in1_value, in1_label, in2_value, in2_label, out_value, out_label);
    input   [7:0] in1_value, in2_value;
    input   [4:0] in1_label, in2_label;
    output  [7:0] out_value;
    output  [4:0] out_label;
    wire cmp;
    assign #16 cmp = in1_value < in2_value;
    assign #3 out_value = cmp ? in2_value : in1_value;
    assign #3 out_label = cmp ? in2_label : in1_label;
endmodule
module maxindex(a,b,c,d,e,f,g,h,i,j,k,l,m,n,o,p,q,r,s,t,u,v,w,x,y,z,out);
    input [7:0] a,b,c,d,e,f,g,h,i,j,k,l,m,n,o,p,q,r,s,t,u,v,w,x,y,z;
    output [4:0] out;
    wire [255:0] ins;
    wire [7:0] max;
    wire [159:0] labels;
    assign ins = {a,b,c,d,e,f,g,h,i,j,k,l,m,n,o,p,q,r,s,t,u,v,w,x,y,z,48'b0};
    assign labels = {5'd0, 5'd1, 5'd2, 5'd3, 5'd4,
                     5'd5, 5'd6, 5'd7, 5'd8, 5'd9,
                     5'd10, 5'd11, 5'd12, 5'd13, 5'd14,
                     5'd15, 5'd16, 5'd17, 5'd18, 5'd19,
                     5'd20, 5'd21, 5'd22, 5'd23, 5'd24,
                     5'd25, 30'b0};
    mamn #(32) mam32(ins, labels, max, out);
endmodule
module mamn (ins_value, ins_label, out_value, out_label);
    parameter n = 2;
    localparam vw2 = 8*n-1;
    localparam lw2 = 5*n-1;
    localparam vw1 = 8*(n>>1)-1;
    localparam lw1 = 5*(n>>1)-1;
    localparam vw = 8*(n>>1);
    localparam lw = 5*(n>>1);
    output  [7:0] out_value;
    output  [4:0] out_label;
    input  [vw2:0] ins_value;
    input  [lw2:0] ins_label;
    wire    [vw1:0] in1_value, in2_value;
    wire    [lw1:0] in1_label, in2_label;
    wire  [7:0] out1_value, out2_value;
    wire  [4:0] out1_label, out2_label;
    assign in1_value = ins_value[vw2:vw];
    assign in2_value = ins_value[vw1:0];
    assign in1_label = ins_label[lw2:lw];
    assign in2_label = ins_label[lw1:0];
    generate 
      if (n == 2)
        mam mam(in1_value, in1_label, in2_value, in2_label, out_value, out_label);
      else begin
        mamn #(n>>1) mamn_1(in1_value, in1_label, out1_value, out1_label);
        mamn #(n>>1) mamn_2(in2_value, in2_label, out2_value, out2_label);
        mam mam(out1_value, out1_label, out2_value, out2_label, out_value, out_label);
      end
    endgenerate
endmodule
module display_rom (letter, display);
    input   [4:0] letter;
    output  [6:0] display;
    reg     [6:0] display;
    always @(letter) begin
        case (letter)
            5'd0:    display = #3 7'b1110111;  
            5'd1:    display = #3 7'b1111100;  
            5'd2:    display = #3 7'b1011000;  
            5'd3:    display = #3 7'b1011110;  
            5'd4:    display = #3 7'b1111001;  
            5'd5:    display = #3 7'b1110001;  
            5'd6:    display = #3 7'b1101111;  
            5'd7:    display = #3 7'b1110110;  
            5'd8:    display = #3 7'b0000110;  
            5'd9:    display = #3 7'b0011110;  
            5'd10:   display = #3 7'b1111000;  
            5'd11:   display = #3 7'b0111000;  
            5'd12:   display = #3 7'b0010101;  
            5'd13:   display = #3 7'b1010100;  
            5'd14:   display = #3 7'b1011100;  
            5'd15:   display = #3 7'b1110011;  
            5'd16:   display = #3 7'b1100111;  
            5'd17:   display = #3 7'b1010000;  
            5'd18:   display = #3 7'b1101101;  
            5'd19:   display = #3 7'b1000110;  
            5'd20:   display = #3 7'b0111110;  
            5'd21:   display = #3 7'b0011100;  
            5'd22:   display = #3 7'b0101010;  
            5'd23:   display = #3 7'b1001001;  
            5'd24:   display = #3 7'b1101110;  
            5'd25:   display = #3 7'b1011011;  
            default: display = #3 7'b1000000;  
        endcase
    end
endmodule
module partial_product (a, b, pp);
    input [15:0] a;
    input [7:0] b;
    output [15:0] pp;
    assign #1 pp = {(16){b[0]}} & a;
endmodule
module is_done (a, b, done);
    input [15:0] a;
    input [7:0] b;
    output done;
    assign #4 done = ~(|b);
endmodule
module multiply (clk, ain, bin, reset, prod, ready);
    input clk;
    input [7:0] ain, bin;
    input reset;
    output [15:0] prod;
    output ready;
    wire [15:0] a_d, a_q, a, acc_d, acc_q, acc;
    wire [7:0] b_d, b_q, b;
    wire done_d;
    wire [15:0] pp;
    mux2 #(16)   mux_a(a_q, {{8{a[7]}}, ain}, reset, a);
    mux2 #(8)    mux_b(b_q, bin, reset, b);
    mux2 #(16)   mux_acc(prod, 16'b0, reset, acc);
    shl #(16)   shl(a, a_d);
    shr #(8)    shr(b, b_d);
    partial_product pp1(a, b, pp);
    adder16         adder(acc, pp, acc_d);
    is_done         done1(a_d, b_d, done_d);
    dreg #(16)  dreg_a(clk, a_d, a_q);
    dreg #(8)   dreg_b(clk, b_d, b_q);
    dreg #(16)  dreg_acc(clk, acc_d, prod);
    dreg #(1)   dreg_done(clk, done_d, ready);
endmodule
module pulse_width(clk, in, pwidth, long, type, new);
    parameter width = 8;
    input clk, in;
    output [width-1:0] pwidth;
    output long, type, new;
    wire [width-1:0] pwidth_d;
    wire type_d, long_d, new_d;
    assign new_d = type ^ in;
    assign pwidth_d = new_d ? 1 : (pwidth + 1);
    assign long_d = pwidth_d > 5;
    assign type_d = in;
    dreg #(1)     dreg_new(clk, new_d, new);
    dreg #(width) dreg_pwidth(clk, pwidth_d, pwidth);
    dreg #(1)     dreg_long(clk, long_d, long);
    dreg #(1)     dreg_type(clk, type_d, type);
endmodule
module shift4(clk, in, cmd, out3, out2, out1, out0);
    parameter width = 1;
    input clk;
    input [width-1:0] in;
    input [2-1:0] cmd;
    output [width-1:0] out3, out2, out1, out0;
    wire [width-1:0] out3_d, out2_d, out1_d, out0_d;
    mux4 #(width) mux4_3({(width){1'b0}}, out2, out3, out3, cmd, out3_d);
    mux4 #(width) mux4_2({(width){1'b0}}, out1, out2, out2, cmd, out2_d);
    mux4 #(width) mux4_1({(width){1'b0}}, out0, out1, out1, cmd, out1_d);
    mux4 #(width) mux4_0(in, in, in, out0, cmd, out0_d);
    dreg #(width) dreg_3(clk, out3_d, out3);
    dreg #(width) dreg_2(clk, out2_d, out2);
    dreg #(width) dreg_1(clk, out1_d, out1);
    dreg #(width) dreg_0(clk, out0_d, out0);
endmodule
module control_fsm(clk, long, type, cmd, done);
    input clk, long, type;
    output [2-1:0] cmd;
    reg [2-1:0] cmd;
    output done;
    wire [2-1:0] state;
    reg [2-1:0] state_d;
    reg done_d;
    dreg #(2) dreg_state(clk, state_d, state);
    dreg #(1) dreg_done(clk, done_d, done);
    always @(*) begin
        case (state)
            (2'd0): begin
                done_d = 0;
                if (type) begin
                    cmd = (2'd0);
                    state_d = (2'd2);
                end else begin
                    cmd = (2'd0);
                    state_d = (2'd0);
                end
            end
            (2'd2): begin
                done_d = 0;
                if (type) begin
                    state_d = (2'd2);
                    cmd = (2'd2);
                end else begin
                    state_d = (2'd3);
                    cmd = (2'd3);
                end
            end
            (2'd1): begin
                done_d = 0;
                if (type) begin
                    state_d = (2'd2);
                    cmd = (2'd2);
                end else begin
                    state_d = (2'd3);
                    cmd = (2'd3);
                end
            end
            default: begin
                if (type) begin
                    state_d = (2'd1);
                    cmd = (2'd1);
                    done_d = 0;
                end else if (long) begin
                    state_d = (2'd0);
                    cmd = (2'd3);
                    done_d = 1;
                end else begin
                    state_d = (2'd3);
                    cmd = (2'd3);
                    done_d = 0;
                end
            end
        endcase
    end
endmodule
module deserializer(clk, in, out3, out2, out1, out0, done);
    parameter width = 8;
    input clk, in;
    output [width-1:0] out3, out2, out1, out0;
    output done;
    wire [width-1:0] pwidth;
    wire long, type, new;
    wire [2-1:0] cmd;
    pulse_width pulse_width(clk, in, pwidth, long, type, new);
    control_fsm control(clk, long, type, cmd, done);
    shift4 #(8) shift4(clk, pwidth, cmd, out3, out2, out1, out0);
endmodule
==> run_results.csv <==
group,metric,value,unit
outcome,outcome,"complete, but fails checks",
outcome,violations,"setup timing",
yosys,synth_warnings,0,
pwr,power.density,259,nW/um^2
yosys,common_cells,"28 x inv_1, 13 x fa_1, 7 x buf_4, 5 x ha_1",
place,portBuffers,27,
floorplanning,die-area,6400,sq um
setup_path,startpoint,"a[0]",
pwr,ir_worst_vdd,0.167,mV
timing,grt_setup_unrepaired,"true",
route,vias_per_cell,2.87,
route,dr.pass1.iters,2,
timing,relSlewSlack,90.9,%
timing,worstMarginPinSlew,0.137,ns
finish,syn2layout_area_growth,59.6,%
finish,final_area,767,sq um
yosys,top_cell,"inv_1",
timing,setup_viol,5,
finish,clkbuf_count,0,
setup_path,end_kind,"primary output",
pwr,p_leak,0.000385,uW
floorplanning,fp-row-count,21,
yosys,synth_area,480,sq um
setup_path,start_kind,"input pin",
timing,period_used_share,133,%
timing,fmax,164,MHz
route,drc,0,
yosys,yosys.area.top_type,"fa_1",
finish,layout-drive-gt1-share,28.8,%
timing,slew_viol_final,0,
floorplanning,die_w,80,um
cts,cts_hold_buf,0,
timing,setup_tns,-5.13,ns
yosys,yosys.area.top_type_share,54.2,%
cts,post_cts_buffers,0,
worst_hold_path,hold_start,"a[0]",
flow_run,warnings,35,
place,dpl_cell_area,761,sq um
finish,flops,0,
global_routing,grt_pass1_vias,380,
route,ant_nets,0,
timing,setup_ws,-1.51,ns
setup_path,arrival,5.19,ns
place,dp_hpwl,997,um
global_routing,grt_antenna_before_repair,0,
flow_run,drv_cap,0,
yosys,syn_avg_cell_area,9.07,sq um
floorplanning,fp_util,14.1,%
route,avgRoutedWirePerCell,8.50,um
place,routabilityCongestion,0.740,
global_routing,grt-ovfl-total,0,
route,detailroute.via_count,342,
yosys,synth_seq_share,0,%
global_routing,grt_pass1_wl,1.72,mm
setup_path,worstPathRequired,3.68,ns
timing,hold_viol,0,
route,drtIter0Drc,4,
timing,period_minus_slack,6.11,ns
setup_path,cp_max_fo,1,
yosys,yosys_area,480,sq um
route,routed_wl,1.01,mm
finish,final_util,22.5,%
global_routing,grt_usage,3.29,%
yosys,netlist_instances,53,
global_routing,grt_start_max_net_pins,2,
setup_path,critPathKind,"input pin to primary output",
floorplanning,core-area,3420,sq um
worst_hold_path,hold_class,"input pin to primary output",
yosys,synth_cell_types,4,
floorplanning,dieHeight,80,um
yosys,ys_cells,53,
floorplanning,io_pins,27,
finish,flop_area,0,sq um
route,diodes,0,
yosys,synthTopCellsByArea,"fa_1 54%, inv_1 22%, ha_1 13%",
[what timing repair did]
item,4_1_cts,5_1_grt
pin swaps,11,8
setup endpoints to repair,5,5
gates resized,42,1
[worst max-delay path, cell delays in order]
cell and delay (ns):
buf_6 0.09, fa_1 0.53, ha_2 0.17, inv_2 0.03, fa_1 0.46, fa_2 0.35, inv_2 0.06, fa_1 0.39
inv_2 0.07, fa_2 0.18, inv_2 0.03, fa_1 0.49, inv_2 0.04, fa_2 0.33, fa_1 0.51, inv_2 0.05
ha_4 0.15, ha_4 0.22, buf_2 0.11
[routing by layer]
| layer | GRT usage, % | share of wire [%] | vias to the layer above |
|---|---|---|---|
| met4 | 0 | 0 | 0 |
| met1 | 4.57 | 39 | 159 |
| met5 | 0 | 0 | - |
| li1 | - | - | 169 |
| met3 | 1.36 | 13 | 0 |
| met2 | 4.98 | 47 | 14 |
[power breakdown]
part / total, uW / leakage (uW) / switching, uW / internal [uW]
sequential: 0 / 0 / 0 / 0
clock: 0 / 0 / 0 / 0
combinational: 199 / 0.000385 / 77.3 / 121
[final cells by class]
type | instances | area (sq um)
fillers | 382 | 2650
well taps | 46 | 57.6
multi-input cells | 18 | 358
inverters | 28 | 105
repair buffers | 27 | 246
[layout by cell type, fill, tap and decap left out]
cell type        netlist  routed
buf_6                  0       3
ha_1                   5       2
inv_1                 28      21
ha_2                   0       1
inv_2                  0       7
clkdlybuf4s50_1        0      17
fa_2                   0       3
dlygate4sd2_1          0       2
fa_1                  13      10
ha_4                   0       2
buf_2                  0       5
[per-stage QoR]
stage | power (uW) | cells | hold WS [ns] | setup WS [ns]
after floorplan | 125 | 53 | 2.12 | -1.33
after global placement | 191 | 119 | 2.99 | -2.25
after detailed placement | 191 | 119 | 3.01 | -2.26
after CTS | 205 | 119 | 2.69 | -1.72
after global routing | 232 | 119 | 2.73 | -1.65
final | 199 | 119 | 2.70 | -1.51
[cell families (layout without fill, tap and decap cells)]
kind of cell / Yosys count / after routing / share of synthesized area (%)
buffers and inverters: 35 / 55 / 32.8
adder cells (fa/ha/maj): 18 / 18 / 67.2
[final timing paths]
path,to,slack (ns),cells after the start
worst max-delay path,sum[5],-1.51,19
worst min-delay path,sum[0],2.70,4
Power figures rest on the tool's default switching activity, not on a simulated workload.
