==> /design/flow/design.v <==
module bitFlipAdd1(a,b);
	parameter width=16;	
  input [width-1:0] a;
  output [width-1:0] b;
  assign b=~a+1;
endmodule
module relu(in, out);
    input [15:0] in;
    output [7:0] out;
  wire [15:0] uin,uins,uins2;
  mux2 #(8)ra(in/4, 8'b0, in[15], out);  
endmodule
module piped_adder(clk, a, b, c, d, e, valid, sum, ready);
  input clk, valid;
    input [15:0] a, b, c, d, e;
    output [15:0] sum;
    output ready;
  wire [3:0] rca1sumt,rca2sumt,rca3sumt,rca4sumt;
  wire corca1a,corca1b,corca1c;
  wire corca1ap,corca1bp,corca1cp;
  wire corca2a,corca2b,corca2c;
  wire corca2ap,corca2bp,corca2cp;
    wire corca3a,corca3b,corca3c;
  wire corca3ap,corca3bp,corca3cp;
  wire corca4a,corca4b,corca4c;
  adder5carry rca1(a[3:0],b[3:0],c[3:0],d[3:0],e[3:0],0,0,0,corca1a,corca1b,corca1c,rca1sumt);
  dreg pipedp1a(clk,corca1a,corca1ap);
  dreg pipedp1b(clk,corca1b,corca1bp);
  dreg pipedp1c(clk,corca1c,corca1cp);
  wire [3:0] a1p,b1p,c1p,d1p,e1p,a2p,b2p,c2p,d2p,e2p,a2pp,b2pp,c2pp,d2pp,e2pp,a3p,b3p,c3p,d3p,e3p,a3pp,b3pp,c3pp,d3pp,e3pp,a3ppp,b3ppp,c3ppp,d3ppp,e3ppp;
  dreg #(4) pipeinputs1a(clk,a[7:4],a1p);
  dreg #(4) pipeinputs1b(clk,b[7:4],b1p);
  dreg #(4) pipeinputs1c(clk,c[7:4],c1p);
  dreg #(4) pipeinputs1d(clk,d[7:4],d1p);
  dreg #(4) pipeinputs1e(clk,e[7:4],e1p);
  adder5carry rca2(a1p,b1p,c1p,d1p,e1p,corca1ap,corca1bp,corca1cp,corca2a,corca2b,corca2c,rca2sumt);
  dreg pipedp2a(clk,corca2a,corca2ap);
  dreg pipedp2b(clk,corca2b,corca2bp);
  dreg pipedp2c(clk,corca2c,corca2cp);
  dreg #(4) pipeinputs2a(clk,a[11:8],a2p);
  dreg #(4) pipeinputs2b(clk,b[11:8],b2p);
  dreg #(4) pipeinputs2c(clk,c[11:8],c2p);
  dreg #(4) pipeinputs2d(clk,d[11:8],d2p);
  dreg #(4) pipeinputs2e(clk,e[11:8],e2p);
  dreg #(4) pipeinputs2aa(clk,a2p,a2pp);
  dreg #(4) pipeinputs2bb(clk,b2p,b2pp);
  dreg #(4) pipeinputs2cc(clk,c2p,c2pp);
  dreg #(4) pipeinputs2dd(clk,d2p,d2pp);
  dreg #(4) pipeinputs2ee(clk,e2p,e2pp);
  adder5carry rca3(a2pp,b2pp,c2pp,d2pp,e2pp,corca2ap,corca2bp,corca2cp,corca3a,corca3b,corca3c,rca3sumt);
  dreg pipedp3a(clk,corca3a,corca3ap);
  dreg pipedp3b(clk,corca3b,corca3bp);
  dreg pipedp3c(clk,corca3c,corca3cp);
  dreg #(4) pipeinputs3a(clk,a[15:12],a3p);
  dreg #(4) pipeinputs3b(clk,b[15:12],b3p);
  dreg #(4) pipeinputs3c(clk,c[15:12],c3p);
  dreg #(4) pipeinputs3d(clk,d[15:12],d3p);
  dreg #(4) pipeinputs3e(clk,e[15:12],e3p);
  dreg #(4) pipeinputs3aa(clk,a3p,a3pp);
  dreg #(4) pipeinputs3bb(clk,b3p,b3pp);
  dreg #(4) pipeinputs3cc(clk,c3p,c3pp);
  dreg #(4) pipeinputs3dd(clk,d3p,d3pp);
  dreg #(4) pipeinputs3ee(clk,e3p,e3pp);
  dreg #(4) pipeinputs3aaa(clk,a3pp,a3ppp);
  dreg #(4) pipeinputs3bbb(clk,b3pp,b3ppp);
  dreg #(4) pipeinputs3ccc(clk,c3pp,c3ppp);
  dreg #(4) pipeinputs3ddd(clk,d3pp,d3ppp);
  dreg #(4) pipeinputs3eee(clk,e3pp,e3ppp);
  adder5carry rca4(a3ppp,b3ppp,c3ppp,d3ppp,e3ppp,corca3ap,corca3bp,corca3cp,corca4a,corca4b,corca4c,rca4sumt);
  wire [3:0] d2,d3,d4,d52,d53,d662,d72;
  dreg #(4)   dreg2(clk,rca1sumt ,d2 );  
  dreg #(4)   dreg3(clk,d2 ,d3 );  
  dreg #(4)   dreg4(clk,d3 ,d4 );  
  dreg #(4)   dreg5(clk,d4 ,sum[3:0] );  
  dreg #(4)   dreg52(clk,rca2sumt ,d52 );  
  dreg #(4)   dreg53(clk,d52 ,d53 );  
  dreg #(4)   dreg54(clk,d53 ,sum[7:4] );  
  dreg #(4)   dreg62(clk,rca3sumt ,d662 );  
  dreg #(4)   dreg63(clk,d662 ,sum[11:8]);  
  dreg #(4)   dreg73(clk,rca4sumt ,sum[15:12]);  
  wire r2,r3,r4;
  dreg dready1(clk,valid,r2);
  dreg dready2(clk,r2,r3);
  dreg dready3(clk,r3,r4);
  dreg dready4(clk,r4,ready);
endmodule
module neuron(clk, w1, w2, w3, w4, b, x1, x2, x3, x4, new, y, ready);
    input clk;
    input [7:0] w1, w2, w3, w4, b;   
    input [7:0] x1, x2, x3, x4;      
    input new;
    output [7:0] y;                  
    output ready;
  wire [15:0]p1,p2,p3,p4,sumpipe,p1p,p2p,p3p,p4p,sumpipep;
  wire [7:0]yp;
  wire multiplier1rdy,multiplier2rdy,multiplier3rdy,multiplier4rdy;
  multiply mer1(clk,w1,x1,new,p1,multiplier1rdy);
  multiply mer2(clk,w2,x2,new,p2,multiplier2rdy);
  multiply mer3(clk,w3,x3,new,p3,multiplier3rdy);
  multiply mer4(clk,w4,x4,new,p4,multiplier4rdy);
  wire pipeready;
  wire valid,validall;
  assign validall=multiplier1rdy&&multiplier2rdy&&multiplier3rdy&&multiplier4rdy;
  wire [7:0] bp,bpp;
  wire valid2,validprev;
  wire [2:0] counter;
  dreg asdfasdfasdf(clk,counter[2],counter[0]);
  mux2 otsready(counter[0],1,validall,counter[1]);
  mux2 notttt(counter[1],0,new,counter[2]);
  mux2 asdvalid(0,1,validall&!counter[0],validprev);
  dreg asdfasdfasdfasdfasdfasdf(clk, validprev,valid);
  piped_adder pa(clk,p1,p2,p3,p4,{{8{b[7]}},b},valid,sumpipe,valid2);
  relu r(sumpipe,yp);
  dreg #(8) relur(clk,yp,y);
  dreg dead1(clk,valid2,ready);
endmodule
module signextender(
  input [7:0] unextended, 
  input clk,
  output reg [7:0] extended 
);
always@(posedge clk)
  begin 
    extended <= $signed(unextended);
  end
endmodule
==> /design/flow/run.sh <==
#!/bin/bash
# OpenROAD 26Q1-2900-gdf79404cd8, Yosys 0.63+post, stock flow scripts
make -C /OpenROAD-flow-scripts/flow DESIGN_CONFIG=/design/flow/config.mk WORK_HOME=/design/flow/orfs finish
==> /design/flow/config.mk <==
export PLATFORM = sky130hd
export DESIGN_NAME = bitFlipAdd1
export DESIGN_NICKNAME = bitFlipAdd1
export VERILOG_FILES = /design/flow/design.v
export SDC_FILE = /design/flow/constraint.sdc
export NUM_CORES = 4
export LEC_CHECK = 1
export CORE_AREA = 10 10 70 70
export DIE_AREA = 0 0 80 80
==> /design/flow/constraint.sdc <==
current_design bitFlipAdd1

set clk_period 4.6
set clk_io_pct 0.2

create_clock -name clk0 -period $clk_period

set non_clock_inputs [all_inputs -no_clocks]
set_input_delay [expr $clk_period * $clk_io_pct] -clock clk0 $non_clock_inputs
set_output_delay [expr $clk_period * $clk_io_pct] -clock clk0 [all_outputs]
==> notes.md <==
Results of the flow run.

In this run the tightest slew margin relative to its limit is between 70% and 80%. After clock tree synthesis, the flow added hold-fix buffers numbering 0. The gate count after technology mapping stands at 37.

Port buffering added 32 buffers. By area the synthesized netlist is led by sky130_fd_sc_hd__xnor2_1, sky130_fd_sc_hd__xor2_1, sky130_fd_sc_hd__nor3b_2. The flow reported a cell area power density of slightly above 70 nW/um^2. Per the final timing report, the hold violations number 0. Once the clock tree was built, the resizer swapped 0 gates to a different size.

The clock tree buffer count of the final layout stands at 0. The cell type that accounts for the most area after synthesis is sky130_fd_sc_hd__xnor2_1. STA classifies the critical path startpoint as a primary input. In the Yosys report the total cell count is 37.

The core region is 3420 um^2. The clock period minus worst slack stands at 3.91 ns. The highest achievable clock rate stands at 0.256 GHz. The first global-routing pass estimated 1940 um of wire.

The measured slew at the worst slew-check pin stands at between 0.3 and 0.4 ns. According to the floorplan report, the die height is 80 um. During I/O placement, the number of pins put on the boundary was 32. The overall track demand over capacity in global routing stands at under 10%. For reference, the most critical setup path is categorized as in2out. Entering global routing, the biggest net connects 6 pins. Averaged over all synthesized cells, the footprint is between 7 and 8 um^2. The via count of the first global-routing pass is approximately 380.

The placer congestion estimate stands at 0.780. The number of warnings in the stage logs stands at 32. The fraction of final layout cells with drive strength greater than 1 stands at between 10% and 20%. The power report puts the leakage power at around 0.20 nW. The synthesized netlist occupies a cell area of 295 um^2.

The warning tally printed by Yosys for this design is 0. The flow ran to the end, and the final reports show no timing, DRC or antenna violations. Setup repair after global routing left no endpoint under its margin. The largest fanout on the critical path stands at 4. Yosys reports a chip area of around 300 um^2. The total number of placement rows stands at 21. The DRC violation count after routing stands at 0. The smallest hold slack stands at roughly 2.8 ns.

The sequential fraction of the synthesis area stands at 0%. Endpoints with negative setup slack in the final report add up to 0. The area occupied by registers stands at 0 um^2. The number of diodes stands at 0. The max-slew violation total from the final report stands at 0. The critical path data arrival time stands at 2.99 ns. The average wire per cell in the routed design stands at around 11 um. The area growth from synthesis to layout stands at 125%. The total die area stands at around 6400 um^2.

After clock tree synthesis, the setup repair step added 0 buffers. The portion of the clock cycle consumed by the worst path in the final layout stands at 85.0%. STA classifies the critical path endpoint as an output pin. The critical path data required time stands at around 3.7 ns. For the final routed database, the setup TNS stands at 0 ns. Max-cap violations in this run came to 0. The total overflow reported by the global router stands at 0. Synthesis instantiated 17 different standard cells from the library. The design has 0 sequential cells.

Checking hold timing, the worst path is listed with class in2out. The initial antenna violation count stands at 0. In this run the VDD rail shows a maximum IR drop of 0.0135 mV. The iteration count of the initial detailed-routing pass stands at 2. The fraction of the core area occupied by cells at floorplan stands at ~8.6%.

The starting DRC count in detailed routing stands at 1. Per the OpenROAD floorplan log, the width of the die is ~80 um. The share of the synthesized area in the top cell type stands at around 30%. The routed wire length stands at about 1200 um.

The total via count after detailed routing stands at 353. The script logs the ratio of routed vias to standard cells as about 3.1. Once detailed placement completed, the half-perimeter wirelength came to 1180 um.

Once detail routing completed, the nets flagged for antenna violations numbered 0.
[report_power, final]
part	total (W)	internal (W)	leakage [nW]	switching (W)
combinational	0.0000472	0.0000329	0.197	0.0000144
sequential	0	0	0	0
clock	0	0	0	0
[per-layer routing]
layer / share of wire [%] / wire, um / global-route usage [%]
met4: 0 / 0 / 0
met3: 0 / 0 / 0
met5: 0 / 0 / 0
met2: 73 / 905 / 8.75
met1: 27 / 329 / 3.36
[cell type report]
| cell class | instances | area [um^2] |
|---|---|---|
| fill | 388 | 2750 |
| inverter | 2 | 7.51 |
| multi-input combinational | 34 | 280 |
| tap | 46 | 57.6 |
| timing repair buffer | 32 | 320 |
[kinds of logic after synthesis]
logic type	after synthesis	synth area share, %
and+or+nand+nor	19	49.2
buffers and inverters	3	5.09
adders and majority gates	1	4.24
xor gates and xnor gates	14	41.5
[synthesized netlist by cell type (all sizes together)]
| master | n |
|---|---|
| xor2 | 4 |
| buf | 1 |
| nor3 | 2 |
| nand2 | 2 |
| inv | 2 |
| or3 | 1 |
| nand3b | 1 |
| ha | 1 |
| nor2 | 5 |
| nor4 | 3 |
| xnor2 | 10 |
| nor3b | 3 |
| nand3 | 1 |
| nand4 | 1 |
[placed cells by master, fill, tap and decap left out]
cell	instances
sky130_fd_sc_hd__nand4_1	1
sky130_fd_sc_hd__inv_1	2
sky130_fd_sc_hd__nand3_2	1
sky130_fd_sc_hd__xnor2_1	10
sky130_fd_sc_hd__nor3_1	1
sky130_fd_sc_hd__nor2_1	5
sky130_fd_sc_hd__nand3b_2	1
sky130_fd_sc_hd__clkdlybuf4s50_1	32
sky130_fd_sc_hd__nand2_1	2
sky130_fd_sc_hd__nor3b_2	2
sky130_fd_sc_hd__xor2_1	4
sky130_fd_sc_hd__nor3_4	1
sky130_fd_sc_hd__nor4_2	2
sky130_fd_sc_hd__nor4_1	1
sky130_fd_sc_hd__ha_1	1
sky130_fd_sc_hd__nor3b_1	1
sky130_fd_sc_hd__or3_1	1
[worst paths after layout]
kind              from  endpoint  slack, ns  cells after the start
hold / removal    a[0]      b[0]       2.76                      2
setup / recovery  a[0]     b[10]       0.69                      8
[critical path, cell delays in order]
cell	delay (ns)
sky130_fd_sc_hd__clkdlybuf4s50_1	0.47
sky130_fd_sc_hd__inv_1	0.08
sky130_fd_sc_hd__ha_1	0.17
sky130_fd_sc_hd__nor3b_2	0.28
sky130_fd_sc_hd__nand3b_2	0.16
sky130_fd_sc_hd__nor4_1	0.27
sky130_fd_sc_hd__xnor2_1	0.16
sky130_fd_sc_hd__clkdlybuf4s50_1	0.48
[metrics by stage]
step / utilization, % / total power, W / instances / instance area [um^2] / worst slack [ns]
2_1_floorplan: - / 0.00000936 / 37 / 295 / 1.83
3_3_place_gp: 19.5 / 0.0000478 / 114 / 666 / 0.702
3_5_place_dp: 19.5 / 0.0000482 / 114 / 666 / 0.668
4_1_cts: 19.5 / 0.0000483 / 114 / 666 / 0.670
5_1_grt: 19.5 / 0.0000509 / 114 / 666 / 0.459
6_report: 19.5 / 0.0000472 / 114 / 666 / 0.688
Power figures rest on the tool's default switching activity, not on a simulated workload.
